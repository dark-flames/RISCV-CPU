==> ./config.mk <==
export PLATFORM = sky130hd
export DESIGN_NAME = forward
export DESIGN_NICKNAME = forward
export VERILOG_FILES = /design/flow/design.v
export SDC_FILE = /design/flow/constraint.sdc
export NUM_CORES = 4
export LEC_CHECK = 1
export CORE_AREA = 10 10 164 164
export DIE_AREA = 0 0 174 174
==> ./constraint.sdc <==
current_design forward

set clk_period 9.8
set clk_io_pct 0.2

create_clock -name clk0 -period $clk_period

set non_clock_inputs [all_inputs -no_clocks]
set_input_delay [expr $clk_period * $clk_io_pct] -clock clk0 $non_clock_inputs
set_output_delay [expr $clk_period * $clk_io_pct] -clock clk0 [all_outputs]
==> ./design.v <==
module forward(
    input [4:0] execute_destination_register_number,
    input [31:0] execute_result_forward,
    input execute_forward_enable,
    input [4:0] memory_access_destination_register_number,
    input [31:0] memory_access_result_forward,
    input memory_access_forward_enable,
    input [4:0] write_back_destination_register_number,
    input [31:0] write_back_result_forward,
    input [4:0] register_number_a,
    input [31:0] register_value_a,
    output reg [31:0] result_a,
    input [4:0] register_number_b,
    input [31:0] register_value_b,
    output reg [31:0] result_b
);
    always @(*) begin
        result_a = (
                execute_destination_register_number == register_number_a &&
                execute_forward_enable
            ) ? execute_result_forward : ((
                memory_access_destination_register_number == register_number_a &&
                memory_access_forward_enable
            ) ? memory_access_result_forward : ((
                write_back_destination_register_number == register_number_a &&
                write_back_destination_register_number != 0
            ) ? write_back_result_forward : register_value_a));
        result_b = (
                execute_destination_register_number == register_number_b &&
                execute_forward_enable
            ) ? execute_result_forward : ((
                memory_access_destination_register_number == register_number_b &&
                memory_access_forward_enable
            ) ? memory_access_result_forward : ((
                write_back_destination_register_number == register_number_b &&
                write_back_destination_register_number != 0
            ) ? write_back_result_forward : register_value_b));
    end
endmodule
==> ./run.sh <==
#!/bin/bash
# OpenROAD 26Q1-2900-gdf79404cd8, Yosys 0.63+post, stock flow scripts
make -C /OpenROAD-flow-scripts/flow DESIGN_CONFIG=/design/flow/config.mk WORK_HOME=/design/flow/orfs finish
==> flow report <==
=======================================================================================
Run status                                                                 finished clean
Worst path setup slack after routing                                            2864 ps
Worst-case hold path end point                                             result_b[18]
Number of warnings in the stage logs                                                 32
Starting density of the core                                                     0.1115
Synthesized area per cell                                                    5.852 um^2
Boundary Pins                                                                       251
Post-synthesis cell count from yosys                                                446
Hold-fix buffer count after cts                                                       0
Post-Syn Area                                                                 2610 um^2
GR met1 Demand/Resource                                                          0.1374
1st-pass router iterations                                                            4
Largest net degree at the start of global routing                                    37
Power density normalized to cell area                                      40.22 nW/um^2
Commonest cells in the netlist                                             sky130_fd_sc_hd__nand2_1, sky130_fd_sc_hd__o21ai_0, sky130_fd_sc_hd__inv_1
Sequential area share after synthesis                                                 0
Internal                                                                      0.1457 mW
Worst-Margin Slew                                                              877.8 ps
Fraction of post-synthesis cell area in the top cell type by area                0.2589
Area inside the core boundary                                                23400 um^2
CP dominant cell by count                                                  sky130_fd_sc_hd__clkdlybuf4s50_1
Crit-path cells                                                            clkdlybuf4s50_1, xor2_1, nor2_1, nand4_1, buf_4, o221a_2, o21ai_0, clkdlybuf4s50_1
Class of the tightest hold or removal check                                primary input to primary output
Vias in the first global route                                                     4228
Sequential Area                                                                  0 um^2
HPWL after detailed placement                                                  14140 um
Finished Cell Area                                                            5356 um^2
Count of buffers inserted at the top-level ports                                    251
GR Util met3                                                                    0.02928
Overall overflow remaining after global route                                         0
Core Util, Final                                                                 0.2289
Worst EP required                                                               7840 ps
Final total power                                                             0.2154 mW
Fillers                                                                            2601
Area taken by multi-input logic gates                                         2135 um^2
Hold Fails Final Rpt                                                                  0
Ys Warns                                                                              1
Switching share of power                                                         0.3237
Tally of max-capacitance violations                                                   0
Placed inst area                                                              5354 um^2
Distinct cell type count after synthesis                                             20
Global router's overall resource usage                                           0.1104
Setup-violating endpoint count in the final report                                    0
Global-route layer with the greatest usage                                         met2
Pins over their slew limit                                                            0
Type of destination of the critical path                                   primary output
Hold path start                                                            execute_result_forward[18]
Sequential share of power                                                             0
Area overhead of the layout relative to synthesis                                105.2%
Gate count after technology mapping                                                 446
Horizontal die size                                                              174 um
FMAX                                                                          144.2 MHz
Post-Route Setup TNS                                                               0 ps
WS Path Type                                                               primary input to primary output
Top area cells in the synthesized netlist                                  sky130_fd_sc_hd__o221a_1, sky130_fd_sc_hd__nand2_1, sky130_fd_sc_hd__o21ai_0, sky130_fd_sc_hd__o21ai_1, sky130_fd_sc_hd__inv_1
Met2 layer usage reported by global route                                        0.1922
Clock group share of total power                                                      0
Number of violations reported at the end of detailed-routing iteration 0            190
DRT antenna net count                                                                 0
Count of flip-flops and latches                                                       0
Dominant cell type by area after synthesis                                 sky130_fd_sc_hd__o221a_1
Most frequently used cell type in the post-synthesis netlist               sky130_fd_sc_hd__nand2_1
Family of cells with the greatest summed delay on the critical path        buffers and inverters
Type of element launching the critical path                                primary input
Number of setup buffers added after CTS                                               0
Tightest slew margin relative to the limit                                       0.4131
Fraction of final layout cells sized beyond drive strength 1                    0.03318
Largest driver fanout on the critical path                                           18
Vias per std cell                                                                 4.175
Wire length of the first global-routing pass                                   26190 um
Total detailed-routing wirelength                                              17760 um
Crit path DAT                                                                   4980 ps
Worst ir drop on vdd                                                         0.02023 mV
DRC violation count after routing                                                     0
Cells after DPL                                                                     982
Critical Path Max Stage Delay                                                    700 ps
Worst hold margin                                                               4847 ps
Min-Delay Path Depth                                                                  4
Worst-case setup slack after placement                                          2849 ps
Final Instance Count excl. Fillers                                                  983
Number of vias in the routed layout                                                4104
WL per Instance                                                                18.06 um
Number of cells upsized or downsized after cts                                        0
Sw power                                                                     0.06973 mW
Yosys-reported design area after synthesis                                    2610 um^2
Critical path buffers and inverters                                                   3
# clk buffers                                                                         0
Post-route clock period utilization                                              0.7078
Cell at the slowest stage of the critical path                             sky130_fd_sc_hd__nand4_1
Placer's final routability congestion estimate                                   0.8885
Setup repair after global routing missed its margin                                  no
Number of antenna violations at the first check in global routing                     1
Part of the power in combinational logic                                          1.000
Number of placement rows                                                             56
Leakage                                                                        2.054 nW
Die span in y                                                                    174 um
Die area                                                                     30280 um^2
Final worst path period need                                                    6936 ps
=======================================================================================
==> logic make-up (layout without fill, tap and decap cells) <==
family,Yosys count,in the layout,share of synthesized area
buffers and inverters,107,324,0.1841
AOI/OAI and AO/OA,192,192,0.5216
xor gates and xnor gates,30,30,0.1007
and+or+nand+nor,117,117,0.1937
other,0,1,0
==> worst max path at each step <==
stage	from	to	cells after the start
final	write_back_destination_register_number[2]	result_b[31]	8
after global routing	register_number_b[0]	result_b[31]	8
after CTS	write_back_destination_register_number[2]	result_b[30]	8
==> cell type report <==
class	count	share of cell area
multi-input combinational	339	0.3985
tap	319	0.07452
inverter	64	0.04485
timing repair buffer	260	0.4817
antenna	1	0.0004672
==> power groups by stage <==
stage	Combinational (mW)	Clock, mW	Sequential [mW]
after global routing	0.234	0	0
final	0.215	0.0000000136	0
after CTS	0.218	0	0
==> per-layer routing <==
layer	vias up	wire, um
met5	-	0
met4	0	199
met3	18	1401
met2	220	8640
met1	1850	7514
li1	2016	-
==> cells in the final DEF (no fill, tap or decap), drive strengths merged <==
master,n
and4b,2
nor2,3
diode,1
xor2,20
nand4,2
nor4,4
inv,64
and3,2
xnor2,10
buf,9
o21ai,128
o221a,64
nand2,99
clkdlybuf4s50,251
nand3,4
nor3,1
No activity file was given, so power comes from the tool's default toggle rates.
