==> flow/design.v <==
module rf(
    input clk,
    input [4:0] register_number_a,
    input [4:0] register_number_b,
    output [31:0] data_a,
    output [31:0] data_b,
    input [4:0] destination_register_numer,
    input [31:0] write_data
);
    reg [31:0] register_file [1:31];
    always @(posedge clk)
        begin
            if (destination_register_numer != 5'b00000)
                register_file[destination_register_numer] <= write_data;
        end
    assign data_a = (register_number_a != 0) ? register_file[register_number_a]:32'h0000_0000;
    assign data_b = (register_number_b != 0) ? register_file[register_number_b]:32'h0000_0000;
endmodule  
==> flow/run.sh <==
#!/bin/bash
# OpenROAD 26Q1-2900-gdf79404cd8, Yosys 0.63+post, stock flow scripts
make -C /OpenROAD-flow-scripts/flow DESIGN_CONFIG=/design/flow/config.mk WORK_HOME=/design/flow/orfs finish
==> flow/config.mk <==
export PLATFORM = sky130hd
export DESIGN_NAME = rf
export DESIGN_NICKNAME = rf
export VERILOG_FILES = /design/flow/design.v
export SDC_FILE = /design/flow/constraint.sdc
export NUM_CORES = 4
export LEC_CHECK = 1
export CORE_UTILIZATION = 40
==> flow/constraint.sdc <==
current_design rf

set clk_period 9.7
set clk_io_pct 0.2

create_clock -name clk0 -period $clk_period [get_ports {clk}]

set non_clock_inputs [all_inputs -no_clocks]
set_input_delay [expr $clk_period * $clk_io_pct] -clock clk0 $non_clock_inputs
set_output_delay [expr $clk_period * $clk_io_pct] -clock clk0 [all_outputs]
==> reports/metrics.yaml <==
period_needed_ns: 7.90
cp_max_fo: 16
synthCells: 2762
hp-class: "primary input to flip-flop"
drive_above_1_share: 0.237
avgSynthCellArea_um2: 16.9
irDropWorstVdd_v: 0.000131
crit_path_end_kind: "primary output"
edf_count: 992
critPathMostFrequentCell: "clkdlybuf4s50_1"
cts_tree: "yes"
tightest_slew_ns: 0.954
grt_pass1_vias: 31270
first_pass_iters: 5
cts_root_buf: "clkbuf_16"
drv_cap: 0
path_clk_slew_ns: 0.06
rsz0062_at_grt: "false"
whs_ns: 2.01
ant_nets: 0
initial_core_util: 0.405
clk_path_buf_depth: 3
yosysMostFrequentCell: "edfxtp_1"
finalSetupTns_ns: 0
cp.required_ns: 7.76
stdcell_count: 4477
htree_levels: 3
io_pins: 112
drv_slew: 0
cpPeakStageDelay_ns: 0.84
postCtsHoldBufs: 0
io_buffers: 111
crit_type: "primary input to primary output"
fmax_ghz: 0.127
cts_setup_buffers: 0
grt_pass1_wl_mm: 215
fillers: 9420
cts_buffers: 105
crit_arrival_ns: 5.96
dieArea_mm2: 0.118
post_drt_wl_per_cell_um: 33.8
vias: 28409
top_cell_area_share: 0.639
status: "complete, no violations"
overflow: 0
synth_cell_types: 38
warnings: 25
track_usage: 0.281
ys.flops: 992
post_cts_resized: 0
yosys.area.top_type: "edfxtp_1"
synth-seq-area-share: 0.639
grt_max_degree: 92
dp_hpwl_mm: 90.4
synthTopCellsByCount: "edfxtp_1 (992), mux2i_1 (422), mux4_2 (218)"
synth-main-ff-cell: "edfxtp_1"
n_antenna_cell: 0
gp_congestion: 0.888
reg.largest.list: "register_file x992"
setup_viol: 0
slowest_stage: "clkinv_1"
initialDrtViolationCount: 1758
area_growth_syn_to_layout_pct: 14.0
syn_area_mm2: 0.0466
regMostFlops: "register_file"
clock-sinks: 992
fin_crit_sh: 0.814
ys.warnings.count: 1
cp-start-kind: "primary input"
dp.cells: 4287
powerDensity_mw_per_mm2: 184
relSlewSlack: 0.362
leakagePower_nw: 17.6
topCellsByArea: "edfxtp_1 (64%), mux4_2 (11%), mux2i_1 (9.1%)"
placementRows: 124
core_area_mm2: 0.115
finalHoldViolations: 0
drcViolationCount: 0
path_cells: "clkdlybuf4s50_1 > clkinv_1 > nor2_1 > buf_4 > a22oi_1 > a31oi_1 > clkdlybuf4s50_1"
dieWidth_um: 343
largest_reg_flops: 992
totalWireLength_mm: 151
vias_per_cell: 6.35
ys_area_mm2: 0.0466
die_y_um: 343
antenna_found_initial: 5
synth_stat.cells: 2762
synthArstFlopShare: 0
[stage by stage]
stage / area, um^2 / setup WS, ns / utilization / power (mW)
after floorplan: 46600 / 4.55 / - / 5.45
after global placement: 49800 / 1.99 / 0.433 / 5.90
after detailed placement: 49800 / 1.97 / 0.433 / 5.91
after CTS: 53100 / 1.96 / 0.462 / 9.81
after global routing: 53100 / 1.79 / 0.462 / 10.0
final: 53100 / 1.80 / 0.462 / 9.76
[worst max-delay path: cells and delay by family]
kind | cells | cell delay [ns]
AND-OR/OR-AND | 2 | 0.84
AND/OR/NAND/NOR | 1 | 0.59
buffers and inverters | 4 | 2.57
[final cells by class]
cell class	count	area, um^2	area share
well taps	1512	1890	0.0356
clock buffers	130	2740	0.0516
flip-flops and latches	992	29800	0.561
inverters	1	3.75	0.0000706
repair buffers	240	2170	0.0408
multi-input cells	1542	15900	0.299
clock inverters	60	627	0.0118
[metal layers]
layer  up-vias  share of wire  GRT usage
li1      11801              -          -
met1     14085           0.32      0.320
met2      2147           0.45      0.401
met3       359           0.19      0.230
met4        17          0.042     0.0913
met5         -         0.0019     0.0212
[path summary, 6_finish.rpt]
path,start,to,slack [ns],depth (start not counted)
hold / removal,write_data[27],register_file[14][27],2.01,1
setup / recovery,register_number_b[4],data_b[16],1.80,7
[cells in the final DEF (no fill, tap or decap), drive strengths merged, types with 53 or more instances in the layout]
cell	instances
mux2i	422
clkdlybuf4s50	102
o22ai	64
a22o	101
a221oi	65
mux4	218
clkbuf	130
edfxtp	992
buf	138
a21oi	83
mux2	153
nor3	53
nor2	88
nand2	58
[logic make-up after synthesis]
group | count (synthesis) | share of synthesized area
buf+inv | 228 | 0.0266
mux | 793 | 0.233
simple gates | 224 | 0.0211
compound gates | 525 | 0.0803
flops | 992 | 0.639
[where the power goes]
part / leakage, nW / internal [mW] / switching [mW]
Sequential: 8.96 / 4.81 / 0.0347
Clock: 1.63 / 2.27 / 1.66
Combinational: 6.99 / 0.389 / 0.594
Total: 17.6 / 7.47 / 2.29
No activity file was given, so power comes from the tool's default toggle rates.
